**./config.mk**
```make
export PLATFORM = sky130hd
export DESIGN_NAME = digit_counter
export DESIGN_NICKNAME = digit_counter
export VERILOG_FILES = /design/flow/design.v
export SDC_FILE = /design/flow/constraint.sdc
export NUM_CORES = 4
export LEC_CHECK = 1
export CORE_AREA = 10 10 70 70
export DIE_AREA = 0 0 80 80
```
**./constraint.sdc**
```tcl
current_design digit_counter

set clk_period 1.6
set clk_io_pct 0.2

create_clock -name clk0 -period $clk_period [get_ports {clk}]

set non_clock_inputs [all_inputs -no_clocks]
set_input_delay [expr $clk_period * $clk_io_pct] -clock clk0 $non_clock_inputs
set_output_delay [expr $clk_period * $clk_io_pct] -clock clk0 [all_outputs]
```
**./design.v**
```verilog
module digit_counter (
    input  wire       clk,                      
    input  wire       sys_reset,               
    input  wire       restart_pulse,           
    input  wire       increment_counter_pulse, 
    output reg  [2:0] digit_count,             
    output wire       full4                    
);
    assign full4 = (digit_count == 3'd4);
    always @(posedge clk) begin
        if (sys_reset || restart_pulse) begin
            digit_count <= 3'd0;
        end
        else if (increment_counter_pulse) begin
            if (digit_count < 3'd4)
                digit_count <= digit_count + 3'd1;  
            else
                digit_count <= 3'd4;                
        end
        else begin
            digit_count <= digit_count;
        end
    end
endmodule
```
**./run.sh**
```bash
#!/bin/bash
# OpenROAD 26Q1-2900-gdf79404cd8, Yosys 0.63+post, stock flow scripts
make -C /OpenROAD-flow-scripts/flow DESIGN_CONFIG=/design/flow/config.mk WORK_HOME=/design/flow/orfs finish
```
==> flow_summary.yaml <==
# flow metrics
final_layout:
  syn2layout_area_growth_pct: 108
  fin_util: 0.0960
  logic_area_um2: 90.1
  fillers: 400
  layout-drive-gt1-share: 0.276
  regMostFlops: "digit_count"
  largest_reg_flops: 3
  reg.largest.list: "digit_count (3)"
  regArea_um2: 62.6
final_timing:
  fmax_mhz: 684
  period_used_share: 0.913
  worst_slew_pin_slew_ns: 0.160
  rsz0062_at_grt: "false"
  setup-tns-final_ns: 0
  hold_viol: 0
  period_minus_slack_ns: 1.46
  slew_violations: 0
  finalSetupViolCount: 0
  slew_headroom: 0.893
  worst_clock_skew_ns: 0.0000228
setup_path:
  end_kind: "primary output"
  crit_arrival_ns: 1.14
  crit_fanout: 2
  worstSetupPathType: "reg2out"
  rr_startpoint: "digit_count[0]"
  critPathLaunch: "digit_count[0]"
  start_kind: "register"
  critPathRequiredTime_ns: 1.28
power:
  p_int_uw: 185
  pwr-share-comb: 0.100
  power_density_mw_per_mm2: 707
  power.share.clock: 0.563
  power_leakage_uw: 0.000115
  switching_power_uw: 46.5
  power_uw: 232
  vdd_drop_max_uv: 81.3
  seqPwrFrac: 0.337
  netSwitchingFraction: 0.201
synthesis:
  synth.avg_cell_area_um2: 9.85
  ys_cells: 16
  top_area_frac: 0.381
  largest_area_cell: "dfxtp_1"
  syn_inst: 16
  ys_seq_elements: 3
  topCellsByArea: "dfxtp_1 38%, ha_1 16%, a211oi_2 7.9%"
  yosysUniqueCellTypes: 11
  ys_seq_frac: 0.381
  most_common_cell: "dfxtp_1"
  top_cells_by_count: "3 x dfxtp_1, 2 x ha_1, 2 x inv_1, 2 x nand2b_1"
  yosys_area_um2: 158
  syn-cell-area_um2: 158
  synth-edff-count: 0
  ys_warn_count: 1
  ff_type: "dfxtp_1"
  async_flop_share: 0
drt:
  drc: 0
  vias: 150
  wl_per_cell_um: 6.61
  antennaDiodeCount: 0
  detail-route-antenna-nets: 0
  first_iter_violations: 7
  totalWireLength_um: 496
  dr.pass1.iters: 3
  vias_per_cell: 2.00
clock_network:
  cts_root_buf: "clkbuf_4"
  cts_made_buffers: 3
  clock_path_buffers: 2
  worstSkewPairLatency_ns: 0.23
  cts_num_sinks: 3
  clk_pin_slew_ns: 0.04
  htreeDepth: 1
  cts_tree: "done"
die:
  initial_core_util: 0.0462
  std_cell_rows: 21
  die_w_um: 80
  die_h_um: 80
  io_pins: 8
  core_mm2: 0.00342
  die_area_mm2: 0.00640
global_route:
  grt_max_degree: 6
  antenna_found_initial: 0
  track_usage: 0.0162
  grt_pass1_wl_um: 752
  grt_remaining_overflow: 0
  grt_pass1_vias: 173
placement:
  port_buffers: 7
  gp_congestion: 0.729
run:
  warning_count: 26
  drv_cap: 0
min_path:
  hp-class: "reg2reg"
  hp-start: "digit_count[2]"
run_status:
  outcome: "finished clean"
[per-layer routing]
metal,part of all wire,vias to the layer above,track usage
li1,-,82,-
met1,0.41,61,0.0173
met2,0.32,7,0.0169
met3,0.27,0,0.0216
met4,0,0,0.00704
met5,0,-,0
[placed cells by master, fill, tap and decap left out]
cell type	netlist	final
clkdlybuf4s50_1	0	6
clkbuf_4	0	3
inv_1	2	2
nand2b_1	2	2
ha_1	2	2
dfxtp_2	0	2
buf_4	0	2
and2_1	1	1
a21oi_1	1	1
nor3_1	1	1
nand3b_1	1	1
a211oi_1	1	1
or3b_1	1	1
a211oi_2	1	1
clkbuf_1	0	1
dfxtp_1	3	1
dlygate4sd2_1	0	1
[through the flow]
step / setup WS (ns) / cell area (um^2) / std cells / hold slack, ns
after floorplan: 0.601 / 158 / 16 / 0.385
after global placement: 0.138 / 285 / 69 / 0.523
after detailed placement: 0.113 / 285 / 69 / 0.527
after CTS: 0.129 / 328 / 75 / 0.580
after global routing: 0.0710 / 328 / 75 / 0.614
final: 0.139 / 328 / 75 / 0.572
[timing repair]
| action | in CTS | in global routing |
|---|---|---|
| endpoints found under the setup margin | 1 | 0 |
| endpoints found under the hold margin | 0 | 0 |
| buffers inserted | 2 | 0 |
| hold buffers | 0 | 0 |
| resized | 3 | 0 |
[cell type report]
class	count	area share
sequential	3	0.191
tap	46	0.176
timing repair buffer	9	0.256
inverter	2	0.0229
multi-input combinational	11	0.275
clock buffer	4	0.0802
[path summary, 6_finish.rpt]
| path | endpoint | depth (start not counted) | slack (ns) |
|---|---|---|---|
| min | digit_count[2] | 2 | 0.57 |
| max reg2reg | digit_count[0] | 3 | 0.51 |
| min reg2reg | digit_count[2] | 2 | 0.57 |
| max | full4 | 4 | 0.14 |
[power by group through the flow]
stage | sequential, uW | clock [uW] | combinational (uW)
6_report | 78.0 | 131 | 23.2
4_1_cts | 77.8 | 140 | 23.2
5_1_grt | 78.2 | 138 | 26.1
[critical path, stage by stage, from the launching register on]
cell           delay (ns)
dfxtp_2              0.32
inv_1                0.04
ha_1                 0.17
and2_1               0.14
dlygate4sd2_1        0.23
[logic make-up (layout without fill, tap and decap cells)]
| group | count (synthesis) | in the layout | share of synthesized area |
|---|---|---|---|
| AND-OR/OR-AND | 3 | 3 | 0.159 |
| adder cells (fa/ha/maj) | 2 | 2 | 0.159 |
| buffers and inverters | 2 | 15 | 0.0476 |
| flip-flops | 3 | 3 | 0.381 |
| AND/OR/NAND/NOR | 6 | 6 | 0.254 |
Power is estimated from default activity; no workload was simulated.
