<file path="design.v">
module shift_display_controller (
    input  wire       clk,                
    input  wire       sys_reset,          
    input  wire       restart_pulse,      
    input  wire       store_digit_pulse,  
    input  wire [2:0] digit_count,        
    input  wire [3:0] current_digit,      
    output wire [15:0] entered_code,      
    output reg  [6:0] HEX5,               
    output reg  [6:0] HEX4,
    output reg  [6:0] HEX3,
    output reg  [6:0] HEX2
);
    reg [3:0] d3, d2, d1, d0;
    assign entered_code = {d3, d2, d1, d0};
    always @(posedge clk) begin
        if (sys_reset || restart_pulse) begin
            d3 <= 4'd0;
            d2 <= 4'd0;
            d1 <= 4'd0;
            d0 <= 4'd0;
        end
        else if (store_digit_pulse) begin
            case (digit_count)
                3'd0: d3 <= current_digit;  
                3'd1: d2 <= current_digit;
                3'd2: d1 <= current_digit;
                3'd3: d0 <= current_digit;  
                default: ;                 
            endcase
        end
    end
    function [6:0] seg7;
        input [3:0] digit;
        begin
            case (digit)
                4'd0: seg7 = 7'b1000000;
                4'd1: seg7 = 7'b1111001;
                4'd2: seg7 = 7'b0100100;
                4'd3: seg7 = 7'b0110000;
                4'd4: seg7 = 7'b0011001;
                4'd5: seg7 = 7'b0010010;
                4'd6: seg7 = 7'b0000010;
                4'd7: seg7 = 7'b1111000;
                4'd8: seg7 = 7'b0000000;
                4'd9: seg7 = 7'b0010000;
                default: seg7 = 7'b1111111;  
            endcase
        end
    endfunction
    always @* begin
        HEX5 = seg7(d3);
        HEX4 = seg7(d2);
        HEX3 = seg7(d1);
        HEX2 = seg7(d0);
    end
endmodule
</file>
<file path="run.sh">
#!/bin/bash
# OpenROAD 26Q1-2900-gdf79404cd8, Yosys 0.63+post, stock flow scripts
make -C /OpenROAD-flow-scripts/flow DESIGN_CONFIG=/design/flow/config.mk WORK_HOME=/design/flow/orfs finish
</file>
<file path="config.mk">
export PLATFORM = sky130hd
export DESIGN_NAME = shift_display_controller
export DESIGN_NICKNAME = shift_display_controller
export VERILOG_FILES = /design/flow/design.v
export SDC_FILE = /design/flow/constraint.sdc
export NUM_CORES = 4
export LEC_CHECK = 1
export CORE_UTILIZATION = 30
</file>
<file path="constraint.sdc">
current_design shift_display_controller

set clk_period 2.6
set clk_io_pct 0.2

create_clock -name clk0 -period $clk_period [get_ports {clk}]

set non_clock_inputs [all_inputs -no_clocks]
set_input_delay [expr $clk_period * $clk_io_pct] -clock clk0 $non_clock_inputs
set_output_delay [expr $clk_period * $clk_io_pct] -clock clk0 [all_outputs]
</file>
==> out/results.ini <==
[logic_synthesis]
ys_types=48
synth-async-reset-ratio_pct=0
logic_family=simple AND/OR/NAND/NOR gates
top_cell=dfxtp_1
ys_sh_xor_pct=0
yosys.area.top_type=dfxtp_1
synth-cells-yosys=266
ys_sh_adder_pct=10.3
yosys_warnings=1
ys_ff=44
postSynthSeqShare_pct=36.2
edf_count=0
yosys_area_sq_um=2430
top_cells_by_area=dfxtp_1, ha_1, a21oi_1
ys_sh_mux_pct=9.51
synthSimpleGateAreaFrac_pct=22.9
syn_area_sq_um=2430
netlist_instances=266
ff_type=dfxtp_1
ys_sh_aoi_pct=15.5
avgSynthCellArea_sq_um=9.15
common_cells=dfxtp_1, a21oi_1, nand2_1, ha_1
yosysTopAreaCellShare_pct=36.2

[route]
routed_wirelength_um=5920
drc=0
ant_nets=0
drt_iter0_drc=62
vias=2136
drtPass1Iterations=4
wl_per_cell_um=13.1
viasPerCell=4.72
num_antenna_cells=0

[worst_setup_path]
crit_slowest_cell=or4b_4
crit_path_max_fanout=8
critical_path.top_delay_family=buffers and inverters
required_ns=2.78
critPathBufInv=3
path_common_cell=o21ai_1
path_cells=clkdlybuf4s50_1 -> or4b_4 -> buf_4 -> mux2i_4 -> inv_2 -> o21ai_1 -> o21ai_1
slowest_delay_ns=0.64
end_kind=register
start_kind=input port
critical_path_class=input port to register
arrival_ns=2.47

[finish]
drive_gt1_share_pct=19.1
areaGrowthSynthToFinish_pct=39.7
post-route-util_pct=43.8

[worst_hold_path]
hp-class=register to register

[die]
dieArea_sq_um=8480
fp-utilization_pct=31.3
die_x_um=92.1
rows=32
core-area_sq_um=7770
die.size.y_um=92.1
pin_count=55

[clocking]
clkTransAtPathRegs_ns=0.07
clock-sinks=44
clockBufferDepth=2
ctsResizeCount=0
post_cts_buffers=0
cts_tree=done
ctsHoldBuffers=0
htree_levels=2
cts_root_buf=clkbuf_8
cts_buffers=5
clk_latency_ns=0.29

[sta]
skew_ns=0.00231
worstMarginPinSlew_ns=0.478
slew_headroom_pct=67.7
finalCritPeriodShare_pct=88.3
layout_min_cycle_time_ns=2.30
setup_viol=0
slew_violations=0
rsz0062_at_grt=false
hold_ws_ns=0.505
max_freq_mhz=435
final_hold_viol_count=0

[global_routing]
grt-ovfl-total=0
grt_max_degree=14
gr-usage-all-layers_pct=14.8
antenna_found_initial=0
grt_pass1_wl_um=9870
grt_pass1_vias=2097

[place]
place_congestion=0.860
hpwl_um=4590
io_buffer_count=54

[power]
p_leak_uw=0.00138
ir_drop_mv=0.174
p_per_area_nw_per_um2=357
power_uw=1210

[run]
drv_cap=0
warning_count=41

[run_status]
outcome=completed

==> area by class of cell <==
cell class | instances | area [sq um]
fillers | 746 | 4370
multi-input cells | 190 | 1420
flip-flops and latches | 44 | 881
repair buffers | 94 | 841
inverters | 18 | 67.6
well taps | 102 | 128
clock buffers | 5 | 68.8
==> sequential cells by signal, indices dropped and copies added (netlist names) <==
register and count:
HEX2 7, HEX3 7, HEX4 7, HEX5 7, d0 4, d1 4, d2 4, d3 4
==> placed cells by master (no fill, tap or decap), types with 4 or more instances in the layout <==
cell	n
clkdlybuf4s50_1	54
dfxtp_1	44
buf_4	40
a21oi_1	30
nand2_1	24
ha_1	20
inv_1	16
nor2_1	16
mux2i_1	13
nor3b_1	8
or3b_2	7
o21ai_0	6
nor3_1	6
clkbuf_8	5
mux2i_4	4
nor2b_1	4
a31oi_1	4
nor4b_1	4
a21oi_2	4
==> per-layer routing <==
layer	up-vias	share of wire, %	GRT usage [%]
li1	1105	-	-
met1	979	49	21.1
met2	43	45	24.4
met3	9	3.9	2.62
met4	0	1.9	2.34
met5	-	0	0
==> metrics by stage <==
step / TNS [ns] / instances / worst slack [ns] / area, sq um
after floorplan: 0 / 266 / 0.341 / 2430
after global placement: 0 / 448 / 0.00626 / 3330
after detailed placement: -0.00627 / 448 / -0.00627 / 3330
after CTS: 0 / 453 / 0.294 / 3400
after global routing: 0 / 453 / 0.150 / 3400
final: 0 / 453 / 0.303 / 3400
==> logic make-up (layout without fill, tap and decap cells) <==
group                      after synthesis  in the layout
DFF                                     44             44
AOI/OAI and AO/OA                       61             61
and+or+nand+nor                         91             91
muxes                                   18             18
buffers and inverters                   32            117
adders and majority gates               20             20
==> final timing paths <==
path	slack (ns)	end	startpoint	cells after the start
worst max-delay path	0.30	HEX5[1]	digit_count[0]	7
worst min-delay path	0.50	d0[0]	d0[0]	2
worst max register to register	0.82	HEX3[5]	d1[1]	6
worst min register to register	0.50	d0[0]	d0[0]	2
==> where the power goes <==
| part | switching [uW] | leakage [uW] | internal (uW) |
|---|---|---|---|
| Clock | 213 | 0.0000359 | 173 |
| Combinational | 63.3 | 0.000991 | 75.2 |
| Sequential | 4.53 | 0.000356 | 684 |
| Total | 280 | 0.00138 | 932 |
==> worst min-delay path: cells and delay by family (launching register included) <==
family	cells	cell delay (ns)
flops	1	0.33
compound gates	1	0.06
simple gates	1	0.07
Power is estimated from default activity; no workload was simulated.
