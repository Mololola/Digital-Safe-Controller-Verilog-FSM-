<file path="design/flow/config.mk">
export PLATFORM = sky130hd
export DESIGN_NAME = digit_selector
export DESIGN_NICKNAME = digit_selector
export VERILOG_FILES = /design/flow/design.v
export SDC_FILE = /design/flow/constraint.sdc
export NUM_CORES = 4
export LEC_CHECK = 1
export CORE_AREA = 10 10 70 70
export DIE_AREA = 0 0 80 80
</file>
<file path="design/flow/constraint.sdc">
current_design digit_selector

set clk_period 1.8
set clk_io_pct 0.2

create_clock -name clk0 -period $clk_period [get_ports {clk}]

set non_clock_inputs [all_inputs -no_clocks]
set_input_delay [expr $clk_period * $clk_io_pct] -clock clk0 $non_clock_inputs
set_output_delay [expr $clk_period * $clk_io_pct] -clock clk0 [all_outputs]
</file>
<file path="design/flow/design.v">
module digit_selector (
    input  wire       clk,                   
    input  wire       sys_reset,            
    input  wire       enable_digit_select,  
    input  wire       up_pulse,             
    input  wire       down_pulse,           
    output reg  [3:0] current_digit         
);
    always @(posedge clk) begin
        if (sys_reset) begin
            current_digit <= 4'd0;
        end
        else if (enable_digit_select) begin
            if (up_pulse && !down_pulse) begin
                if (current_digit == 4'd9)
                    current_digit <= 4'd0;       
                else
                    current_digit <= current_digit + 4'd1;
            end
            else if (down_pulse && !up_pulse) begin
                if (current_digit == 4'd0)
                    current_digit <= 4'd9;       
                else
                    current_digit <= current_digit - 4'd1;
            end
            else begin
                current_digit <= current_digit;
            end
        end
        else begin
            current_digit <= current_digit;
        end
    end
endmodule
</file>
<file path="design/flow/run.sh">
#!/bin/bash
# OpenROAD 26Q1-2900-gdf79404cd8, Yosys 0.63+post, stock flow scripts
make -C /OpenROAD-flow-scripts/flow DESIGN_CONFIG=/design/flow/config.mk WORK_HOME=/design/flow/orfs finish
</file>
==> summary.txt <==
Flow results.

- Once detail routing completed, the nets flagged for antenna violations numbered 0.
- The final-report setup violation count is 0.
- The boundary pin count is 9.
- The flow ran to the end, and the final reports show no timing, DRC or antenna violations.
- The post-detailed-route wirelength per cell is 7.10 um.
- OpenROAD emitted warnings numbering 25.
- Counting both buffers and inverters, the worst setup path holds a total of 2.
- For reference, the final report shows the max-slew violation count at 0.
- The width of the chip is 80 um.
- Measured against its own limit, the worst slew margin works out to 80.8%.
- In this run the full chip footprint comes out at 0.00640 mm^2.
- The largest buffer count on any clock path is 2.
- The post-synthesis sequential area ratio is 30.5%.
- Walking the critical path from launch to capture passes 6 cell instances.
- Listed in order, past its start point the critical path passes clkdlybuf4s50_1, inv_1, ha_1, nand2b_1, a2111o_1, a21oi_1.
- Synthesis handed over a netlist of 29 instances.
- The hold violation count in the final report is 0.
- The largest voltage drop on the vdd net is 199 uV.
- The worst register-to-register path has a depth of 4.
- Yosys reported a register bit count of 4.
- The proportion of layout cells with a drive suffix above 1 is 14.6%.
- Per the detail_route report, inserted antenna diodes total 0.
- In this run the clock root is driven by a clkbuf_4.
- Counting I/O delays and the setup requirement, the final critical path takes 1.63 ns.
- The launch point of the worst register-to-register path is recorded as current_digit[0].
- The residual DRC count is 0.
- The number of antenna violations at the first check in global routing is 0.
- The area inside the core boundary is 0.00342 mm^2.
- TritonCTS built the clock tree.
- CTS built an H-tree with a depth of 1.
- Per STA, the startpoint of the critical path is down_pulse.
- Input and output buffers added on the ports amount to 8.
- The sequential cell area in the final layout is 80.1 um^2.
- Data on the critical path arrives at its endpoint at 1.79 ns.
- Setup repair after global routing left no endpoint under its margin.
- The post-synthesis chip area from yosys is 263 um^2.
- The number of buffers created by CTS is 3.
- The pin closest to its max-slew limit shows a slew of 0.287 ns.
- The capture point of the critical path was reported as current_digit[1].
- The data required time at the worst endpoint is 1.96 ns.
- In this run the static leakage power is 0.162 nW.
- Gates resized during post-CTS repair numbered 0.
- The via count of the first global-routing pass is 271.
- The CTS sink count is 4.
- The final clock period utilization by the worst path is 90.7%.
- Among all stages on the critical path, the maximum delay recorded is 0.45 ns.
- The number of maximum-capacitance violations recorded for the run is 0.
- Of all nets on the critical path, the largest fanout is 4.
- After layout, the setup clock skew is reported as 0.00426 ns.
- Once the floorplan was initialized, standard cells occupied 7.69% of the core.
- The global-route wire length before repair is 1140 um.
- The DRC violation total after the first TritonRoute iteration is 3.
- Routability-driven placement finished with a final weighted congestion of 0.751.
- The most critical min-delay path falls under flop to flop.
- Summing every instance area after synthesis gives 263 um^2.
- The startpoint kind of the worst setup timing path is a primary input.
- The global routing report lists combined usage of all routing layers as 2.06%.
- According to the report, the first pass of detailed routing completed in 2 iterations.
- The critical path in this run is classified as primary input to flop.
- The count of instantiated cells in the yosys netlist is 29.
- The tally of filler cells in the layout is 409.
- Warnings reported by Yosys during synthesis add up to 1.
- The worst setup path is captured at a flop.
- The kind of cell with the highest combined delay along the critical path is buffers and inverters.
- The post-synthesis cell type count is 22.
- Among all stages on the critical path, the largest delay is contributed by clkdlybuf4s50_1.
- current_digit holds more flip-flops than any other register.
- The total grt overflow is 0.
- The highest achievable clock rate is 0.613 GHz.
- The summed negative setup slack over all endpoints is 0 ns.
- The completed layout was analyzed and its total power is 0.283 mW.
- Entering global routing, the biggest net connects 8 pins.
- In this run the core area contains 21 standard-cell rows.
- The ratio of routed vias to standard cells is 3.02.
- The largest registers in the layout are current_digit: 4 flops.
- After detailed routing, the total wire length is 618 um.
- The half-perimeter wire length after placement is 531 um.
- At the later pin of the worst-skew pair, clock insertion delay measures 0.23 ns.
- The clock transition at the registers of the reported paths is 0.04 ns.
- Per the summary, power density relative to cell area is 663 mW/mm^2.
- The floorplan step set the die height to 80 um.
- The area growth from synthesis to layout is 62.4%.
- The post-CTS hold buffer count recorded in the log is 0.
- The average instance in the mapped netlist occupies 9.06 um^2.
- The end-of-flow core utilization is 12.5%.
- The setup slack of the worst register-to-register path is 0.61 ns.
- The worst register-to-register path ends at current_digit[3].
- The flip-flop count of the largest register, all copies and words added is 4.
- Summing over every cut layer, the via total after detailed routing is 263.
- The multi-input gate area in the final layout is 164 um^2.
- The post-CTS repair timing setup buffer count is 0.
==> where the power goes <==
group	switching, mW	leakage [nW]	total (mW)	internal [mW]
Clock	0.0343	0.0138	0.109	0.0744
Sequential	0.0114	0.0326	0.108	0.0961
Combinational	0.0231	0.116	0.0668	0.0437
==> worst register-to-register path, cell delays in order (launching register included) <==
cell and delay (ns):
dfxtp_1 0.46, xor2_1 0.13, buf_4 0.15, nor4_1 0.21, o32ai_1 0.13
==> metal layers <==
layer / routed length, um / vias up / share of wire (%) / track usage, %
met2: 281 / 9 / 45 / 2.89
met4: 0 / 0 / 0 / 0.352
met3: 50 / 0 / 8.1 / 1.14
li1: - / 133 / - / -
met5: 0 / - / 0 / 0
met1: 286 / 121 / 46 / 2.72
==> kinds of logic (layout without fill, tap and decap cells) <==
| group | Yosys count | count (layout) | synth area share (%) |
|---|---|---|---|
| AOI/OAI and AO/OA | 7 | 7 | 20.0 |
| xor gates and xnor gates | 3 | 3 | 10.0 |
| adders and majority gates | 1 | 1 | 4.76 |
| buffers and inverters | 3 | 15 | 7.14 |
| DFF | 4 | 4 | 30.5 |
| muxes | 1 | 1 | 3.81 |
| and+or+nand+nor | 10 | 10 | 23.8 |
==> stage by stage <==
| step | setup WS [ns] | std cells | hold slack, ns | instance area (um^2) |
|---|---|---|---|---|
| after floorplan | 0.474 | 29 | 0.429 | 263 |
| after global placement | -0.0610 | 84 | 0.542 | 404 |
| after detailed placement | -0.0692 | 84 | 0.534 | 404 |
| after CTS | 0.177 | 87 | 0.547 | 427 |
| after global routing | 0.0971 | 87 | 0.587 | 427 |
| final | 0.167 | 87 | 0.550 | 427 |
==> layout by cell type (no fill, tap or decap), types with 2 or more instances in the layout <==
cell type,count
buf_4,2
clkbuf_4,3
clkdlybuf4s50_1,8
dfxtp_1,4
inv_1,2
nand2b_1,2
o21ai_0,2
xnor2_1,2
==> how the worst min path moves through the flow <==
stage	start	endpoint	depth (start not counted)
after CTS	current_digit[3]	current_digit[3]	2
after global routing	current_digit[1]	current_digit[1]	2
final	current_digit[3]	current_digit[3]	2
==> cells in the mapped netlist, drive strengths merged <==
cell / number / area (um^2)
a2111o: 1 / 11.3
a211oi: 1 / 7.51
a21oi: 1 / 5.00
and3: 2 / 13.8
buf: 1 / 11.3
dfxtp: 4 / 80.1
ha: 1 / 12.5
inv: 2 / 7.51
mux2i: 1 / 10.0
nand2b: 2 / 12.5
nor2: 1 / 3.75
nor2b: 1 / 6.26
nor3: 1 / 5.00
nor4: 1 / 6.26
nor4b: 1 / 8.76
o211a: 1 / 10.0
o21ai: 2 / 10.0
o32ai: 1 / 8.76
or3: 1 / 6.26
xnor2: 2 / 17.5
xor2: 1 / 8.76
==> area by class of cell <==
type / count / area share (%)
sequential: 4 / 18.8
tap: 46 / 13.5
timing repair buffer: 10 / 22.3
clock buffer: 3 / 5.28
inverter: 2 / 1.76
multi-input combinational: 22 / 38.4
Power and IR drop assume default switching activity.
